<file path="flow/config.mk">
export PLATFORM = sky130hd
export DESIGN_NAME = cache_read_only
export DESIGN_NICKNAME = cache_read_only
export VERILOG_FILES = /design/flow/design.v
export SDC_FILE = /design/flow/constraint.sdc
export NUM_CORES = 4
export LEC_CHECK = 1
export CORE_UTILIZATION = 30
</file>
<file path="flow/run.sh">
#!/bin/bash
# OpenROAD 26Q1-2900-gdf79404cd8, Yosys 0.63+post, stock flow scripts
make -C /OpenROAD-flow-scripts/flow DESIGN_CONFIG=/design/flow/config.mk WORK_HOME=/design/flow/orfs finish
</file>
<file path="flow/design.v">
module cache_read_only(
    clk,
    proc_reset,
    proc_read,
    proc_write,
    proc_addr,
    proc_rdata,
    proc_wdata,
    proc_stall,
    mem_read,
    mem_write,
    mem_addr,
    mem_rdata,
    mem_wdata,
    mem_ready
);
    input          clk;
    input          proc_reset;
    input          proc_read, proc_write;
    input   [29:0] proc_addr;  
    input   [31:0] proc_wdata;
    output         proc_stall;
    output  [31:0] proc_rdata;
    input  [127:0] mem_rdata;
    input          mem_ready;
    output         mem_read, mem_write;
    output  [27:0] mem_addr;
    output [127:0] mem_wdata;
    reg            state_r;
    reg            state_w;
    reg  [128-1:0] cache_r[0:4-1][0:2-1];  
    reg  [128-1:0] cache_w[0:4-1][0:2-1];  
    reg            valid_r[0:4-1][0:2-1];  
    reg            valid_w[0:4-1][0:2-1];  
    reg   [26-1:0] tag_r[0:4-1][0:2-1];  
    reg   [26-1:0] tag_w[0:4-1][0:2-1];  
    reg            recent_r[0:4-1];  
    reg            recent_w[0:4-1];  
    wire  [26-1:0] proc_tag;
    wire   [2-1:0] proc_modulo;
    wire   [2-1:0] proc_offset;
    wire           hit;
    wire           read_miss;
    wire           read_hit;
    wire           index;
    integer        i, j;
    parameter      STATE_READY = 1'd0;
    parameter      STATE_READ  = 1'd1;  
    assign proc_tag = proc_addr[26+2+2-1:2+2];
    assign proc_modulo = proc_addr[2+2-1:2];
    assign proc_offset = proc_addr[2-1:0];
    assign index = proc_tag == tag_r[proc_modulo][1];
    assign hit = (proc_tag == tag_r[proc_modulo][0] && valid_r[proc_modulo][0]) || (proc_tag == tag_r[proc_modulo][1] && valid_r[proc_modulo][1]);
    assign read_hit = proc_read && hit;
    assign read_miss = proc_read && !hit;
    always @(*) begin
        case (state_r)
            STATE_READY:
                if (read_miss) begin
                    state_w = STATE_READ;
                end
                else begin
                    state_w = STATE_READY;
                end
            STATE_READ:
                if (mem_ready) begin
                    state_w = STATE_READY;
                end
                else begin
                    state_w = STATE_READ;
                end
        endcase
    end
    always@(posedge clk) begin
        if(proc_reset) begin
            state_r <= STATE_READY;
        end
        else begin
            state_r <= state_w;
        end
    end
    always @(*) begin
        for (i = 0; i < 4; i = i + 1) begin
            for (j = 0; j < 2; j = j + 1) begin
                cache_w[i][j] = cache_r[i][j];
            end
        end
        if (mem_ready) begin
            cache_w[proc_modulo][~ recent_r[proc_modulo]] = mem_rdata;
        end
    end
    always@(posedge clk) begin
        if(proc_reset) begin
            for (i = 0; i < 4; i = i + 1) begin
                for (j = 0; j < 2; j = j + 1) begin
                    cache_r[i][j] <= 128'd0;
                end
            end
        end
        else begin
            for (i = 0; i < 4; i = i + 1) begin
                for (j = 0; j < 2; j = j + 1) begin
                    cache_r[i][j] <= cache_w[i][j];
                end
            end
        end
    end
    always @(*) begin
        for (i = 0; i < 4; i = i + 1) begin
            for (j = 0; j < 2; j = j + 1) begin
                valid_w[i][j] = valid_r[i][j];
            end
        end
        if (mem_ready) begin
            valid_w[proc_modulo][~ recent_r[proc_modulo]] = 1'b1;
        end
    end
    always@(posedge clk) begin
        if(proc_reset) begin
            for (i = 0; i < 4; i = i + 1) begin
                for (j = 0; j < 2; j = j + 1) begin
                    valid_r[i][j] <= 1'b0;
                end
            end
        end
        else begin
            for (i = 0; i < 4; i = i + 1) begin
                for (j = 0; j < 2; j = j + 1) begin
                    valid_r[i][j] <= valid_w[i][j];
                end
            end
        end
    end
    always @(*) begin
        for (i = 0; i < 4; i = i + 1) begin
            for (j = 0; j < 2; j = j + 1) begin
                tag_w[i][j] = tag_r[i][j];
            end
        end
        if (mem_ready) begin
            tag_w[proc_modulo][~ recent_r[proc_modulo]] = proc_tag;
        end
    end
    always@(posedge clk) begin
        if(proc_reset) begin
            for (i = 0; i < 4; i = i + 1) begin
                for (j = 0; j < 2; j = j + 1) begin
                    tag_r[i][j] <= 26'd0;
                end
            end
        end
        else begin
            for (i = 0; i < 4; i = i + 1) begin
                for (j = 0; j < 2; j = j + 1) begin
                    tag_r[i][j] <= tag_w[i][j];
                end
            end
        end
    end
    always @(*) begin
        for (i = 0; i < 4; i = i + 1) begin
            recent_w[i] = recent_r[i];
        end
        if (read_hit) begin
            recent_w[proc_modulo] = index;
        end
    end
    always@(posedge clk) begin
        if(proc_reset) begin
            for (i = 0; i < 4; i = i + 1) begin
                recent_r[i] <= 1'b0;
            end
        end
        else begin
            for (i = 0; i < 4; i = i + 1) begin
                recent_r[i] <= recent_w[i];
            end
        end
    end
    assign proc_stall = read_miss;
    assign proc_rdata = cache_r[proc_modulo][index][(proc_offset+1)*32-1-:32];
    assign mem_read = state_r == STATE_READ & ~ mem_ready;
    assign mem_write = 1'b0;
    assign mem_addr = {proc_tag, proc_modulo};
    assign mem_wdata = 128'd0;
endmodule
</file>
<file path="flow/constraint.sdc">
current_design cache_read_only

set clk_period 32.8
set clk_io_pct 0.2

create_clock -name clk0 -period $clk_period [get_ports {clk}]

set non_clock_inputs [all_inputs -no_clocks]
set_input_delay [expr $clk_period * $clk_io_pct] -clock clk0 $non_clock_inputs
set_output_delay [expr $clk_period * $clk_io_pct] -clock clk0 [all_outputs]
</file>
==> notes.md <==
The synthesis and place-and-route flow finished, so here is a summary.

The flow ran to the end, and the final reports show no timing, DRC or antenna violations. Per the post-run analysis, buffers plus inverters along the critical path come to 6. Of the post-synthesis cell area, the dominant cell type holds 0.4428. Pin placement for this block handled 386 I/O pins.

The via density per instance is 5.474. The post-synthesis area per instance is 7.627 µm². In this run, CTS created clock tree buffers numbering 135. The cell accounting for the most synthesized area is sky130_fd_sc_hd__dfxtp_1. The post-synthesis to final-layout area growth came out at 13.05%. The data arrival time at the worst-slack endpoint came out at 14.66 ns. The yosys synthesis chip area came out at 0.05629 mm². Warnings raised by the tools during the run amount to 74. In the setup report, the worst path falls into the class input port to output port. In the synthesized netlist, the number of instances is 7381. The total setup violations reported at the end of the flow came out at 0. The synthesized cell area is 0.05629 mm². The biggest cell delay along the critical path came out at 0.86 ns. The horizontal die dimension reported for this design is 435.2 µm. Setup repair after global routing left no endpoint under its margin. The highest attainable clock frequency came out at 0.04712 GHz.

The worst setup path endpoint is proc_rdata[2]. STA classifies the critical path startpoint as an input port. The fraction of layout cells with a size suffix above 1 is 0.08127.

The number of flops mapped to enable cells by yosys came out at 0. The number of rows created at floorplan is 158. In the synthesized netlist the dominant register cell turns out to be sky130_fd_sc_hd__dfxtp_1. As logged by OpenROAD, the buffers inserted on ports number 223. The slowest stage of the critical path is the sky130_fd_sc_hd__o311ai_1 cell. The tree is rooted in a sky130_fd_sc_hd__clkbuf_16. Summing all multi-input logic gate instances after layout gives 0.02733 mm². The finished cells cover 0.06364 mm².

The cell-mix breakdown from Yosys lists the adder-cell area share as 0.002223. The share of synthesized cell area in and, or, nand and nor gates is 0.2080. The most critical setup path has its startpoint at proc_addr[3]. The number of gates resized after CTS is 0. Counting cells, the worst reg-to-reg path comes to 11. The number of hold buffers added after CTS came out at 0. At the floorplan stage, the core utilization is reported as 0.3029. The final hold violation count came out at 0. Yosys reported that registers with async set or reset make up 0. Of all nets on the critical path, the largest fanout is 39. The clock network latency to the later pin of the worst-skew pair is 0.80 ns. In this run the vertical extent of the chip is 435.2 µm. The most critical hold endpoint after final layout shows a slack of 0.4500 ns. Once detailed placement completed, the half-perimeter wirelength came to 133800 µm.

The pin count of the biggest net entering global routing came out at 147. Along the worst hold path, the cell count comes to 2. The share of synthesized cell area in and-or and or-and compound cells is 0.1991. The relative slew slack is 0.3140. Looking at the clock tree report, the maximum root-to-sink buffer count equals 3. Per the OpenROAD power report, leakage power amounts to 21.03 nW.

The path category of the worst min-delay check is flop to flop. The post-layout period usage of the worst path came out at 0.6470. For the worst min-delay path, the startpoint reported by OpenROAD is cache_r[1][18]$_SDFFE_PP0P_. The overall via count from detail_route came out at 53209. For this run, the number of Yosys warnings is 9. The final setup skew is 0.05701 ns. The worst register-to-register path begins at tag_r[7][13]$_SDFFE_PP0P_.

For reference, the top cells by area after synthesis are sky130_fd_sc_hd__dfxtp_1 44%, sky130_fd_sc_hd__nand2_1 17%, sky130_fd_sc_hd__a21oi_1 12%. The synthesis stat section lists a flop and latch total of 1245. Synthesis instantiated 79 different standard cells from the library.

The total negative slack for setup checks came out at 0 ns. In this run, the number of DRC markers left after iteration 0 of detailed routing was 5391. Per the detail_route report, DRC violations left total 0. For reference, the mux area share after synthesis is 0.05941.

Yosys shows that the main logic family after synthesis is simple AND/OR/NAND/NOR gates. The total wire length after detailed routing is 228700 µm. The number of antenna violations at the first check in global routing is 50. The first-pass GRT wire length is 335000 µm. The endpoint type of the worst setup path is an output port.

In this run the register-to-register setup slack is 28.49 ns. The signal on the critical path passes through clkbuf_8 > ha_2 > buf_4 > or4_1 > buf_4 > nand3_1 > a21o_1 > a2111oi_2 > nand4_2 > nor2_8 > buf_4 > mux2i_1 > o32ai_1 > a2111oi_0 > buf_4 > o311ai_1 > clkdlybuf4s50_1. The tally of nets with antenna violations remaining after routing came out at 0. The critical register-to-register path endpoint is recent_r[2]$_SDFFE_PP0P_.

For this run, the register share of the synthesized area comes to 0.4428. The H-tree depth came out at 4. TritonCTS built the clock tree.

The layout report lists the combined flip-flop and latch area as 0.02492 mm². In this run the full chip footprint comes out at 0.1894 mm². For this design, Yosys synthesis ends with a cell count of 7381. The core footprint is 0.1858 mm². On the worst setup and hold paths after CTS, the clock-pin slew comes to 0.06 ns. The cell occurring most often along the worst timing path is sky130_fd_sc_hd__buf_4. The smallest clock period supported by the final layout is computed as 21.22 ns.

The wire length per cell after detailed routing is 23.53 µm. For this design the ratio of total power to cell area is 54.71 mW/mm². The cell-mix breakdown from Yosys lists the XOR/XNOR area share as 0.004201. VDD sags by at most 0.04794 mV.

The count of pins over their slew limit came out at 0. The number of filler instances in the final layout is 18716. Per STA, the worst path accumulates the most delay in the family buffers and inverters. The remaining global-route overflow came out at 0. The total global routing track utilization came out at 0.2413. The total setup buffers inserted after CTS is 0.

The placed instances occupy a cell area of 0.05916 mm². The number of sinks handled by clock tree synthesis is 1245. The pin slew with the least headroom to its limit came out at 1.013 ns. The number of detailed-routing iterations run before antenna repair is 8. The required time of the critical path came out at 26.24 ns. The logic depth of the worst path, buffers included came out at 17. The count of max-cap constraint violations is 0. The number of global-route vias before repair is 49932. The placer congestion estimate is 0.9239.
==> through the flow <==
stage / cells / total power [mW] / util / worst slack [ns]
floorplan: 7509 / 1.837 / - / 14.79
detailed placement: 9467 / 1.972 / 0.3184 / 11.75
global placement: 9467 / 1.965 / 0.3184 / 11.77
CTS: 9703 / 3.481 / 0.3422 / 11.79
global route: 9716 / 3.579 / 0.3424 / 11.33
finish: 9721 / 3.481 / 0.3424 / 11.58
==> final cells by class <==
type,instances,area share
diodes,18,0.0007078
clock inverters,36,0.007806
flip-flops and latches,1245,0.3917
repair buffers,396,0.05779
clock buffers,200,0.06184
multi-input cells,5312,0.4294
inverters,34,0.002025
well taps,2480,0.04876
==> routing by layer <==
metal | wire length [µm] | share of wire | vias to the layer above | track usage
li1 | - | - | 24146 | -
met1 | 86830 | 0.38 | 25678 | 0.3103
met2 | 103200 | 0.45 | 2740 | 0.3679
met3 | 24750 | 0.11 | 621 | 0.07594
met4 | 13820 | 0.060 | 24 | 0.1238
met5 | 165 | 0.00072 | - | 0
==> cells by family (layout without fill, tap and decap cells) <==
family	Yosys count	in the layout
simple gates	2962	2962
compound gates	1909	1909
flops	1245	1245
buf+inv	952	666
mux	275	275
xor+xnor	27	27
fa+ha+maj	10	10
other cells	1	147
==> sequential cells by signal, summed over array words and instances (netlist names) <==
name and flops:
state_r 1, cache_r 1024, recent_r 4, valid_r 8, tag_r 208
==> power by group <==
| group | total, mW | switching, mW | leakage (nW) | internal (mW) |
|---|---|---|---|---|
| Clock | 1.53 | 0.667 | 2.16 | 0.865 |
| Combinational | 0.364 | 0.257 | 8.77 | 0.107 |
| Sequential | 1.59 | 0.0234 | 10.1 | 1.56 |
==> worst reg2reg max path, stage by stage (launching register included) <==
cell and delay, ns:
sky130_fd_sc_hd__dfxtp_1 0.31, sky130_fd_sc_hd__a22o_1 0.23, sky130_fd_sc_hd__nor4_1 0.24, sky130_fd_sc_hd__nor3b_1 0.10
sky130_fd_sc_hd__a2111oi_2 0.61, sky130_fd_sc_hd__nand4_2 0.69, sky130_fd_sc_hd__buf_4 0.58, sky130_fd_sc_hd__a311oi_1 0.65
sky130_fd_sc_hd__o21a_1 0.37, sky130_fd_sc_hd__nand2_1 0.10, sky130_fd_sc_hd__mux2i_1 0.17, sky130_fd_sc_hd__nor2_1 0.06
==> placed cells by master, fill, tap and decap left out, drive strengths merged, types with 44 or more instances in the layout <==
cell type and n:
nand2 2611, a22oi 44, buf 176, mux2 103
clkdlybuf4s50 219, o21ai 86, conb 129, a22o 47
nor2 90, o211ai 51, mux2i 135, nand3 77
a21oi 1339, dfxtp 1245, clkbuf 201, a221oi 97
==> worst min-delay path by stage <==
stage	end	slack [ns]
CTS	cache_r[2][91]$_SDFFE_PP0P_	0.45
global route	cache_r[6][57]$_SDFFE_PP0P_	0.47
finish	cache_r[1][18]$_SDFFE_PP0P_	0.45
==> cell usage after synthesis, types with 8 or more instances <==
master	instances
sky130_fd_sc_hd__o22ai_1	24
sky130_fd_sc_hd__a22oi_1	44
sky130_fd_sc_hd__or2_2	17
sky130_fd_sc_hd__o221ai_1	21
sky130_fd_sc_hd__inv_1	32
sky130_fd_sc_hd__buf_4	293
sky130_fd_sc_hd__a211o_1	12
sky130_fd_sc_hd__buf_2	18
sky130_fd_sc_hd__o21a_1	10
sky130_fd_sc_hd__a211oi_1	9
sky130_fd_sc_hd__a221oi_1	97
sky130_fd_sc_hd__nor3_1	42
sky130_fd_sc_hd__ha_1	10
sky130_fd_sc_hd__a21o_1	8
sky130_fd_sc_hd__and2_1	9
sky130_fd_sc_hd__a21oi_1	1339
sky130_fd_sc_hd__o211ai_1	51
sky130_fd_sc_hd__mux2_2	103
sky130_fd_sc_hd__or3_1	26
sky130_fd_sc_hd__nand4_1	15
sky130_fd_sc_hd__a31oi_1	18
sky130_fd_sc_hd__nand2_1	2611
sky130_fd_sc_hd__nand3_1	77
sky130_fd_sc_hd__o31ai_1	12
sky130_fd_sc_hd__o2111ai_1	8
sky130_fd_sc_hd__dfxtp_1	1245
sky130_fd_sc_hd__o21ai_0	73
sky130_fd_sc_hd__and3_1	15
sky130_fd_sc_hd__clkbuf_1	540
sky130_fd_sc_hd__xnor2_1	27
sky130_fd_sc_hd__a221o_1	10
sky130_fd_sc_hd__nor4_1	20
sky130_fd_sc_hd__a22o_1	47
sky130_fd_sc_hd__mux4_2	37
sky130_fd_sc_hd__a2111oi_0	8
sky130_fd_sc_hd__a222oi_1	29
sky130_fd_sc_hd__or4_1	9
sky130_fd_sc_hd__mux2i_1	135
sky130_fd_sc_hd__nor3b_1	17
sky130_fd_sc_hd__nor2_1	89
sky130_fd_sc_hd__o21ai_1	13
sky130_fd_sc_hd__buf_1	61
No activity file was given, so power comes from the tool's default toggle rates.
