File: flow/run.sh
#!/bin/bash
# OpenROAD 26Q1-2900-gdf79404cd8, Yosys 0.63+post, stock flow scripts
make -C /OpenROAD-flow-scripts/flow DESIGN_CONFIG=/design/flow/config.mk WORK_HOME=/design/flow/orfs finish
File: flow/config.mk
export PLATFORM = sky130hd
export DESIGN_NAME = PC_predictor
export DESIGN_NICKNAME = PC_predictor
export VERILOG_FILES = /design/flow/design.v
export SDC_FILE = /design/flow/constraint.sdc
export NUM_CORES = 4
export LEC_CHECK = 1
export CORE_AREA = 10 10 104 104
export DIE_AREA = 0 0 114 114
File: flow/constraint.sdc
current_design PC_predictor

set clk_period 11.6
set clk_io_pct 0.2

create_clock -name clk0 -period $clk_period

set non_clock_inputs [all_inputs -no_clocks]
set_input_delay [expr $clk_period * $clk_io_pct] -clock clk0 $non_clock_inputs
set_output_delay [expr $clk_period * $clk_io_pct] -clock clk0 [all_outputs]
File: flow/design.v
module PC_predictor (
    PC,
    instr,         
    PC_predict
);
    input  [31:0] PC, instr;
    output signed [31:0] PC_predict;
    wire is_compress;
    reg [31:0] imm;
    assign is_compress = (instr[1] == 1'b0);
    assign PC_predict = $signed(PC) + $signed(imm);
    always @(*) begin
        if (is_compress) begin
            imm = {{21{instr[12]}}, instr[8], instr[10:9], instr[6], instr[7], instr[2], instr[11], instr[5:3], 1'b0};
        end
        else begin
            imm = {{12{instr[31]}}, instr[19:12], instr[20], instr[30:21], 1'b0};
        end
    end
endmodule
==> deck_impl_summary.md <==
Flow Results at a Glance

Cells and area
  • Final core utilization: 0.320
  • Proportion of layout cells with a drive suffix above 1: 0.0550
  • Number of flip-flops and latches: 0
  • Count of fill cells added during filler insertion: roughly 960
  • Area added between synthesis and finish: 59.2%
  • Total area of multi-input combinational cells: approximately 1700 um^2
  • Clock buf count: 0
  • Register area: 0 um^2

Flow run
  • Count of maximum capacitance violations: 0
  • Log Warnings: 33

Floorplan
  • Initial standard-cell utilization of the core: 0.201
  • X dimension of the die: about 110 um
  • Std-Cell Core Area: just under 9000 um^2
  • Number of top-level design ports: 96
  • Area enclosed by the die boundary: roughly 13000 um^2
  • Die span in y: 114 um
  • Count of standard-cell rows: 34

Routing
  • Drt drc: 0
  • First drt pass iteration count: 4
  • # diodes: 0
  • Routed wirelength normalized by instance count: roughly 14 um
  • Violation tally from detailed-route iteration zero: roughly 40
  • Antenna Violating Nets Remaining: 0
  • Final Routed Wirelength: 6.07 mm
  • Via density per instance: between 4 and 5
  • Via count: around 2.0k

Timing
  • Final worst path period need: ~9.1 ns
  • F_max: 110 MHz
  • Worst slew margin: 0.486
  • Final count of pins violating max slew: 0
  • Total count of hold-check failures in the final report: 0
  • Fraction of the cycle the final worst path needs: 0.783
  • Final total negative setup slack: 0 ns
  • Final setup viols: 0
  • RSZ-0062 raised after global routing: false
  • Min setup slack post-route: ~2.5 ns
  • Actual transition at the worst max-transition pin: between 0.7 and 0.8 ns

Setup path
  • Worst Setup SP: instr[1]
  • Top cell family by delay on the critical path: buffers and inverters
  • Critical Path, Cell by Cell: clkdlybuf4s50_1 -> nand2b_1 -> nand2_1 -> ha_1 -> a21o_1 -> a221oi_2 -> nor2_1 -> or4_4 -> o41a_1 -> xor2_1 -> clkdlybuf4s50_1
  • Slowest CP cell: clkdlybuf4s50_1
  • Biggest fanout along the worst timing path: 20
  • Cell repeated most along the worst path: clkdlybuf4s50_1
  • Number of buffer and inverter instances along the worst setup path: 2
  • WS Path Type: in -> out
  • WP data arrival: slightly below 7 ns
  • Max incr delay on CP: just under 1 ns
  • Capturing element type of the critical path: primary output
  • Crit path to: PC_predict[29]
  • Data required time of the critical path: between 9 and 10 ns
  • Startpoint kind of the worst setup timing path: primary input
  • Logic depth of the worst setup path including buffers: 11

Synth
  • Post-synth cell types: 44
  • Average cell area after synthesis: 7.21 um^2
  • Post-synthesis instance area: between 1500 and 2000 um^2
  • Count of instantiated cells in the yosys netlist: about 240
  • Yosys synthesis chip area: approximately 1700 um^2
  • Synthesized instance count: ~240
  • Synth Warn #: 1
  • Register area share after synthesis: 0

Placement
  • Routability congestion estimate: about 0.87
  • Worst setup timing slack at the placement stage: about 2.4 ns
  • Count of input and output buffers: just over 90
  • DP HPWL: 5.39 mm

GRT
  • Wire length of the first global-routing pass: about 9.7 mm
  • Largest net degree at the start of global routing: 21
  • Global-route congestion overflow total: 0
  • Number of global-route vias before repair: roughly 2.1k
  • Antenna violations before repair: 0
  • Total global-route track usage: 0.0879

Power
  • Leakage power summed over all cells: about 1.2 nW
  • Maximum ir drop on the vdd rail: 0.0248 mV
  • Power per standard cell area: between 60 and 70 nW/um^2

Outcome
  • Result of the run: finished clean

Hold path
  • Hold/Removal Path Class: in -> out

CTS
  • Post-CTS sizing: 0
  • Total of hold buffers inserted after clock tree synthesis: 0
  • Post-CTS setup repair buffer count: 0
## worst min-delay path by stage
stage	startpoint	end	slack (ns)	cells after the start
finish	PC[0]	PC_predict[0]	4.64	0
global route	PC[0]	PC_predict[0]	4.64	0
CTS	PC[0]	PC_predict[0]	4.64	0
## per-layer routing
| layer | part of all wire | routed length [um] | GRT usage | up-vias |
|---|---|---|---|---|
| li1 | - | - | - | 1071 |
| met4 | 0.0038 | 23 | 0.00334 | 0 |
| met1 | 0.42 | 2530 | 0.0967 | 877 |
| met3 | 0.099 | 600 | 0.0330 | 2 |
| met5 | 0 | 0 | 0 | - |
| met2 | 0.48 | 2920 | 0.164 | 65 |
## through the flow
| step | total power, mW | std cells | instance area, um^2 | hold WS [ns] |
|---|---|---|---|---|
| after floorplan | 0.0942 | 242 | 1740 | 4.71 |
| after global placement | 0.195 | 435 | 2780 | 4.64 |
| after detailed placement | 0.195 | 435 | 2780 | 4.64 |
| after CTS | 0.197 | 435 | 2780 | 4.64 |
| after global routing | 0.216 | 435 | 2780 | 4.64 |
| final | 0.192 | 435 | 2780 | 4.64 |
## logic make-up (layout without fill, tap and decap cells)
logic type               after synthesis  in the layout  share of synthesized area
multiplexers                          10             10                     0.0646
buffers and inverters                 13             98                     0.0301
AND-OR/OR-AND                         84             84                      0.335
adder cells (fa/ha/maj)               31             31                      0.227
AND/OR/NAND/NOR                       76             76                      0.203
XOR/XNOR                              28             28                      0.141
## power by group
part	leakage, nW	total [mW]	internal (mW)	switching, mW
Clock	0	0	0	0
Combinational	1.20	0.192	0.117	0.0758
Sequential	0	0	0	0
## cell usage in the layout, fill, tap and decap left out, drive strengths merged, types with 5 or more instances in the layout
| cell type | netlist | final |
|---|---|---|
| nor2 | 14 | 14 |
| nand2 | 35 | 35 |
| ha | 30 | 30 |
| clkdlybuf4s50 | 0 | 93 |
| mux2 | 10 | 10 |
| xnor2 | 14 | 14 |
| inv | 5 | 5 |
| xor2 | 14 | 14 |
| a21o | 15 | 15 |
| o21ai | 18 | 18 |
| a21oi | 23 | 23 |
## cell type report
cell class	instances	share of cell area
Multi-Input combinational cell	229	0.609
Timing Repair Buffer	93	0.335
Tap cell	108	0.0487
Inverter	5	0.00676
## synthesized netlist by cell type (2+ instances only)
master | instances | area, um^2
and3_1 | 4 | 25.0
mux2_2 | 10 | 113
a21oi_1 | 23 | 115
nand2_1 | 35 | 131
nor2b_1 | 4 | 25.0
inv_1 | 5 | 18.8
xor2_1 | 14 | 123
a41oi_1 | 2 | 17.5
a211oi_1 | 3 | 22.5
o21a_1 | 4 | 30.0
a21o_1 | 14 | 105
o21bai_1 | 4 | 30.0
o211ai_1 | 2 | 15.0
xnor2_1 | 14 | 123
nor2_1 | 14 | 52.6
nor3_1 | 3 | 15.0
nand3_1 | 4 | 20.0
nand4_1 | 3 | 18.8
clkbuf_1 | 7 | 26.3
o21ai_0 | 15 | 75.1
ha_1 | 30 | 375
a31oi_1 | 2 | 12.5
nand2b_1 | 3 | 18.8
o21ai_1 | 3 | 15.0
Power figures rest on the tool's default switching activity, not on a simulated workload.
