`/design/flow/config.mk`:
```
export PLATFORM = sky130hd
export DESIGN_NAME = cache
export DESIGN_NICKNAME = cache
export VERILOG_FILES = /design/flow/design.v
export SDC_FILE = /design/flow/constraint.sdc
export NUM_CORES = 4
export LEC_CHECK = 1
export CORE_UTILIZATION = 30
```
`/design/flow/constraint.sdc`:
```
current_design cache

set clk_period 86.6
set clk_io_pct 0.2

create_clock -name clk0 -period $clk_period [get_ports {clk}]

set non_clock_inputs [all_inputs -no_clocks]
set_input_delay [expr $clk_period * $clk_io_pct] -clock clk0 $non_clock_inputs
set_output_delay [expr $clk_period * $clk_io_pct] -clock clk0 [all_outputs]
```
`/design/flow/design.v`:
```
module cache(
    clk,
    proc_reset,
    proc_read,
    proc_write,
    proc_addr,
    proc_rdata,
    proc_wdata,
    proc_stall,
    mem_read,
    mem_write,
    mem_addr,
    mem_rdata,
    mem_wdata,
    mem_ready
);
    input          clk;
    input          proc_reset;
    input          proc_read, proc_write;
    input   [29:0] proc_addr;  
    input   [31:0] proc_wdata;
    output         proc_stall;
    output  [31:0] proc_rdata;
    input  [127:0] mem_rdata;
    input          mem_ready;
    output         mem_read, mem_write;
    output  [27:0] mem_addr;
    output [127:0] mem_wdata;
    reg    [2-1:0] state_r;
    reg    [2-1:0] state_w;
    reg  [128-1:0] cache_r[0:4-1][0:2-1];  
    reg  [128-1:0] cache_w[0:4-1][0:2-1];  
    reg            valid_r[0:4-1][0:2-1];  
    reg            valid_w[0:4-1][0:2-1];  
    reg            modified_r[0:4-1][0:2-1];  
    reg            modified_w[0:4-1][0:2-1];  
    reg   [26-1:0] tag_r[0:4-1][0:2-1];  
    reg   [26-1:0] tag_w[0:4-1][0:2-1];  
    reg            recent_r[0:4-1];  
    reg            recent_w[0:4-1];  
    wire  [26-1:0] proc_tag;
    wire   [2-1:0] proc_modulo;
    wire   [2-1:0] proc_offset;
    reg  [128-1:0] write_buffer_r;
    reg  [128-1:0] write_buffer_w;
    reg   [28-1:0] write_buffer_tag_and_modulo_r;
    reg   [28-1:0] write_buffer_tag_and_modulo_w;
    reg            write_buffer_empty_r;
    reg            write_buffer_empty_w;
    wire           stall;  
    wire           hit;
    wire           read_miss;
    wire           read_hit;
    wire           write_miss;
    wire           write_hit;
    wire           old_valid_and_modified;
    wire           index;
    integer        i, j;
    parameter      STATE_READY = 2'd0;
    parameter      STATE_READ  = 2'd1;  
    parameter      STATE_WRITE = 2'd3;  
    assign proc_tag = proc_addr[26+2+2-1:2+2];
    assign proc_modulo = proc_addr[2+2-1:2];
    assign proc_offset = proc_addr[2-1:0];
    assign index = proc_tag == tag_r[proc_modulo][1];
    assign hit = (proc_tag == tag_r[proc_modulo][0] && valid_r[proc_modulo][0]) || (proc_tag == tag_r[proc_modulo][1] && valid_r[proc_modulo][1]);
    assign read_hit = proc_read && hit;
    assign read_miss = proc_read && !hit;
    assign write_hit = proc_write && hit;
    assign write_miss = proc_write && !hit;
    assign old_valid_and_modified = valid_r[proc_modulo][~ recent_r[proc_modulo]] && modified_r[proc_modulo][~ recent_r[proc_modulo]];
    assign stall = read_miss || write_miss;
    always @(*) begin
        case (state_r)
            STATE_READY:
                if (read_miss || write_miss) begin
                    if (old_valid_and_modified) begin  
                        if (write_buffer_empty_r) begin  
                            state_w = STATE_READ;
                        end
                        else begin  
                            state_w = STATE_WRITE;
                        end
                    end
                    else begin  
                        state_w = STATE_READ;
                    end
                end
                else if (write_buffer_empty_r == 1'b0) begin  
                    state_w = STATE_WRITE;
                end
                else begin  
                    state_w = STATE_READY;
                end
            STATE_WRITE:
                if (mem_ready) begin  
                    state_w = STATE_READY;
                end
                else begin  
                    state_w = STATE_WRITE;
                end
            STATE_READ:
                if (mem_ready) begin  
                    state_w = STATE_READY;
                end
                else begin  
                    state_w = STATE_READ;
                end
            default:  
                state_w = STATE_READY;
        endcase
    end
    always@(posedge clk) begin
        if(proc_reset) begin
            state_r <= STATE_READY;
        end
        else begin
            state_r <= state_w;
        end
    end
    always @(*) begin
        write_buffer_empty_w = write_buffer_empty_r;
        if (state_r == STATE_WRITE && mem_ready) begin  
            write_buffer_empty_w = 1'b1;
        end
        else if (state_r == STATE_READY && (read_miss || write_miss) && old_valid_and_modified && write_buffer_empty_r) begin  
            write_buffer_empty_w = 1'b0;
        end
    end
    always@(posedge clk) begin
        if(proc_reset) begin
            write_buffer_empty_r <= 1'b1;
        end
        else begin
            write_buffer_empty_r <= write_buffer_empty_w;
        end
    end
    always @(*) begin
        write_buffer_w = write_buffer_r;
        write_buffer_tag_and_modulo_w = write_buffer_tag_and_modulo_r;
        if (state_r == STATE_READY && (read_miss || write_miss) && old_valid_and_modified && write_buffer_empty_r) begin  
           write_buffer_w = cache_r[proc_modulo][~ recent_r[proc_modulo]];
           write_buffer_tag_and_modulo_w = {tag_r[proc_modulo][~ recent_r[proc_modulo]], proc_modulo};
        end
    end
    always @(posedge clk) begin
        write_buffer_r <= write_buffer_w;
        write_buffer_tag_and_modulo_r <= write_buffer_tag_and_modulo_w;
    end
    always @(*) begin
        for (i = 0; i < 4; i = i + 1) begin
            for (j = 0; j < 2; j = j + 1) begin
                cache_w[i][j] = cache_r[i][j];
            end
        end
        if (state_r == STATE_READ && mem_ready) begin
            cache_w[proc_modulo][~ recent_r[proc_modulo]] = mem_rdata;
        end
        else if (state_r == STATE_READY && write_hit) begin
            cache_w[proc_modulo][index][(proc_offset+1)*32-1-:32] = proc_wdata;
        end
    end
    always@(posedge clk) begin
        for (i = 0; i < 4; i = i + 1) begin
            for (j = 0; j < 2; j = j + 1) begin
                cache_r[i][j] <= cache_w[i][j];
            end
        end
    end
    always @(*) begin
        for (i = 0; i < 4; i = i + 1) begin
            for (j = 0; j < 2; j = j + 1) begin
                valid_w[i][j] = valid_r[i][j];
            end
        end
        if (state_r == STATE_READ && mem_ready) begin
            valid_w[proc_modulo][~ recent_r[proc_modulo]] = 1'b1;
        end
    end
    always@(posedge clk) begin
        if(proc_reset) begin
            for (i = 0; i < 4; i = i + 1) begin
                for (j = 0; j < 2; j = j + 1) begin
                    valid_r[i][j] <= 1'b0;
                end
            end
        end
        else begin
            for (i = 0; i < 4; i = i + 1) begin
                for (j = 0; j < 2; j = j + 1) begin
                    valid_r[i][j] <= valid_w[i][j];
                end
            end
        end
    end
    always @(*) begin
        for (i = 0; i < 4; i = i + 1) begin
            for (j = 0; j < 2; j = j + 1) begin
                tag_w[i][j] = tag_r[i][j];
            end
        end
        if (state_r == STATE_READ && mem_ready) begin
            tag_w[proc_modulo][~ recent_r[proc_modulo]] = proc_tag;
        end
    end
    always@(posedge clk) begin
        for (i = 0; i < 4; i = i + 1) begin
            for (j = 0; j < 2; j = j + 1) begin
                tag_r[i][j] <= tag_w[i][j];
            end
        end
    end
    always @(*) begin
        for (i = 0; i < 4; i = i + 1) begin
            recent_w[i] = recent_r[i];
        end
        if (state_r == STATE_READY && (read_hit || write_hit)) begin
            recent_w[proc_modulo] = index;
        end
    end
    always@(posedge clk) begin
        if(proc_reset) begin
            for (i = 0; i < 4; i = i + 1) begin
                recent_r[i] <= 1'b0;
            end
        end
        else begin
            for (i = 0; i < 4; i = i + 1) begin
                recent_r[i] <= recent_w[i];
            end
        end
    end
    always @(*) begin
        for (i = 0; i < 4; i = i + 1) begin
            for (j = 0; j < 2; j = j + 1) begin
                modified_w[i][j] = modified_r[i][j];
            end
        end
        if (state_r == STATE_READ && mem_ready) begin
            modified_w[proc_modulo][~ recent_r[proc_modulo]] = 1'b0;
        end
        else 
        if (write_hit) begin
            modified_w[proc_modulo][index] = 1'b1;
        end
    end
    always@(posedge clk) begin
        if(proc_reset) begin
            for (i = 0; i < 4; i = i + 1) begin
                for (j = 0; j < 2; j = j + 1) begin
                    modified_r[i][j] <= 1'b0;
                end
            end
        end
        else begin
            for (i = 0; i < 4; i = i + 1) begin
                for (j = 0; j < 2; j = j + 1) begin
                    modified_r[i][j] <= modified_w[i][j];
                end
            end
        end
    end
    assign proc_stall = stall;
    assign proc_rdata = cache_r[proc_modulo][index][(proc_offset+1)*32-1-:32];
    assign mem_read = state_r == STATE_READ & ~ mem_ready;
    assign mem_write = state_r == STATE_WRITE & ~ mem_ready;
    assign mem_addr = state_r == STATE_READ ? {proc_tag, proc_modulo} : write_buffer_tag_and_modulo_r;
    assign mem_wdata = write_buffer_r;
endmodule
```
`/design/flow/run.sh`:
```
#!/bin/bash
# OpenROAD 26Q1-2900-gdf79404cd8, Yosys 0.63+post, stock flow scripts
make -C /OpenROAD-flow-scripts/flow DESIGN_CONFIG=/design/flow/config.mk WORK_HOME=/design/flow/orfs finish
```
==> flow_summary_export.csv <==
group,metric,value,unit
synth,mux_share,0.0842,
critical_path,critPathKind,"in2out",
synth,synth.most_common_cell,"a21oi_1",
critical_path,cp-start-kind,"input pin",
die,ios,386,
final_layout,seq_area,42200,um2
critical_path,worst_path_largest_cell_delay,0.72,ns
route,drc,0,
clocking,cts_resized,0,
critical_path,slowest_stage,"nor4_4",
synth,postSynthSeqShare,0.535,
synth,compound_area_frac,0.186,
clocking,cts.sinks,1412,
synth,ys.flop_type,"edfxtp_1",
timing,rsz0062_at_grt,"no",
grt,grt_pass1_vias,66200,
route,vias,67100,
placed_design,place_congestion,0.984,
run_status,status,"complete, no violations",
placed_design,port_buffers,385,
timing,slew_headroom,0.166,
clocking,clk_latency,0.88,ns
clocking,cts-root-buf,"clkbuf_16",
clocking,numCtsBuffers,167,
synth,synthCells,7509,
placed_design,placed_area,87200,um2
min_path,hp-class,"reg2reg",
route,viasPerCell,5.90,
grt,grt_pass1_wl,488000,um
die,fp-row-count,187,
final_layout,drive_above_1_share,0.0948,
synth,synth.cell_area,78800,um2
synth,ys_top_cells_by_count,"a21oi_1 (1,512), edfxtp_1 (1,388), nand2b_1 (1,032), nand2_1 (676), clkbuf_1 (445)",
critical_path,arrival,26.02,ns
synth,ys_sh_adder,0.00190,
die,fp_util,0.303,
clocking,postCtsHoldBufs,0,
die,dieArea,265000,um2
synth,synthArstFlopShare,0,
critical_path,path_delay_family,"buffers and inverters",
synth,ys_chip_area,78800,um2
synth,edf_count,1388,
route,drt-initial-drc-count,7191,
clocking,cts_setup_buffers,0,
critical_path,path_common_cell,"buf_4",
final_layout,layout.area.comb,34600,um2
power_and_ir_drop,power_leakage,0.0313,uW
route,wl_per_cell,30.3,um
die,fp.dieH,515,um
synth,synthTopCellsByArea,"edfxtp_1 (53%), a21oi_1 (9.6%), nand2b_1 (8.2%)",
power_and_ir_drop,p_per_area,19.0,nW/um2
final_layout,post-route-util,0.356,
synth,yosysWarningCount,11,
grt,grt_antenna_before_repair,20,
grt,grt_max_degree,193,
timing,min_period,43.34,ns
synth,synth-xor-area-share,0.00278,
synth,synthDistinctLibCells,82,
critical_path,critPathRequiredTime,69.28,ns
clocking,clk_transition_reported_paths,0.06,ns
route,drt_wl_total,345000,um
route,ant_nets,0,
synth,top_area_cell,"edfxtp_1",
die,coreArea,260000,um2
timing,fin_tns_setup,0,ns
critical_path,path_max_fanout,59,
synth,ys_ff,1412,
timing,finalClockPeriodUsage,0.500,
run,max_cap_viol_count,0,
final_layout,area_growth,17.7,%
timing,setup_viol,0,
placed_design,hpwl,218000,um
synth,ys_sh_simple,0.159,
grt,grt_use_total,0.269,
timing,hold_viol_final,0,
grt,grt_overflow,0,
power_and_ir_drop,vdd_drop_max,22.9,uV
final_layout,finalInstanceArea,92800,um2
synth,yosysCellCount,7509,
critical_path,crit_buf_inv,9,
timing,fin_skew,0.0698,ns
die,die_w,515,um
timing,tightest_slew,1.25,ns
route,dr.pass1.iters,7,
clocking,h-tree-depth,4,
clocking,clockBufferDepth,3,
synth,top_logic_kind,"AND-OR/OR-AND gates",
critical_path,cp-end-kind,"output pin",
synth,top_area_frac,0.529,
clocking,cts_tree,"done",
run,log.warning_count,48,
timing,slew_violations,0,
synth,syn_area_per_cell,10.5,um2
final_layout,n_fill_cell,25000,
critical_path,cp_cell_sequence,"buf_6 -> clkinv_2 -> ha_2 -> buf_4 -> nor4_4 -> buf_4 -> nor4_1 -> nor3b_1 -> a2111o_1 -> nor4_4 -> buf_4 -> nand2_8 -> buf_4 -> buf_4 -> buf_4 -> nor2_1 -> o311ai_1 -> o311ai_1 -> nor3_1 -> clkdlybuf4s50_1",
timing,fmax,23.1,MHz
state kept, by name, summed over array words and instances, names as in the netlist:
signal / cells
write_buffer_tag_and_modulo_r: 28
modified_r: 8
write_buffer_empty_r: 1
tag_r: 208
cache_r: 1024
write_buffer_r: 128
valid_r: 8
state_r: 3
recent_r: 4
area by class of cell:
type | instances | share of cell area
repair buffers | 634 | 0.0641
clock inverters | 89 | 0.0113
clock buffers | 213 | 0.0479
multi-input cells | 5469 | 0.372
well taps | 3496 | 0.0472
diodes | 13 | 0.000351
flip-flops and latches | 1412 | 0.454
inverters | 52 | 0.00220
kinds of logic after synthesis:
| group | after synthesis |
|---|---|
| adders and majority gates | 12 |
| DFF | 1412 |
| muxes | 511 |
| AOI/OAI and AO/OA | 2496 |
| buffers and inverters | 628 |
| xor gates and xnor gates | 25 |
| and+or+nand+nor | 2425 |
where the power goes:
| part | switching, uW | internal (uW) |
|---|---|---|
| logic | 174 | 87.2 |
| clock network | 311 | 411 |
| registers | 7.88 | 773 |
| total | 493 | 1270 |
worst min-delay path: cells and delay by family, from the launching register on:
kind | cells | cell delay (ns)
AND-OR/OR-AND | 1 | 0.06
flip-flops | 1 | 0.31
AND/OR/NAND/NOR | 1 | 0.05
worst paths after layout:
kind              cells past startpoint  slack (ns)              to           from
hold / removal                        2        0.46   modified_r[3]  modified_r[3]
setup / recovery                     20       43.26  proc_rdata[24]   proc_addr[3]
hold reg to reg                       2        0.46   modified_r[3]  modified_r[3]
setup reg to reg                     18       79.09  cache_r[4][13]    tag_r[5][5]
layer usage:
metal | routed length, um | track usage | part of all wire | up-vias
met5 | 475 | 0.00950 | 0.0014 | -
met4 | 22900 | 0.140 | 0.066 | 32
met3 | 63400 | 0.195 | 0.18 | 907
met2 | 142000 | 0.361 | 0.41 | 5144
met1 | 117000 | 0.320 | 0.34 | 32300
li1 | - | - | - | 28700
cells in the final DEF (no fill, tap or decap), types with 51 or more instances in the layout:
cell type / count
mux2i_1: 317
mux4_2: 114
a221oi_1: 73
buf_4: 231
nand2b_1: 1032
clkbuf_16: 170
clkdlybuf4s50_1: 382
nor2_1: 319
edfxtp_1: 1388
nand2_1: 674
nand3_1: 141
a21oi_1: 1508
a22oi_1: 72
a31oi_1: 139
mux2_2: 68
o211ai_1: 51
o21ai_0: 226
stage by stage:
step           hold slack, ns  setup slack, ns  cells  total power, uW
3_3_place_gp            0.438            43.50  11100             1050
6_report                0.464            43.26  11400             1760
4_1_cts                 0.461            43.47  11400             1760
3_5_place_dp            0.450            43.51  11100             1050
2_1_floorplan           0.429            47.04   7509              927
5_1_grt                 0.500            42.83  11400             1810
Power is estimated from default activity; no workload was simulated.
