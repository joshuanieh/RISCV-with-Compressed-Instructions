===== flow/config.mk =====
export PLATFORM = sky130hd
export DESIGN_NAME = I_cache
export DESIGN_NICKNAME = I_cache
export VERILOG_FILES = /design/flow/design.v
export SDC_FILE = /design/flow/constraint.sdc
export NUM_CORES = 4
export LEC_CHECK = 1
export CORE_UTILIZATION = 30

===== flow/constraint.sdc =====
current_design I_cache

set clk_period 81.4
set clk_io_pct 0.2

create_clock -name clk0 -period $clk_period [get_ports {clk}]

set non_clock_inputs [all_inputs -no_clocks]
set_input_delay [expr $clk_period * $clk_io_pct] -clock clk0 $non_clock_inputs
set_output_delay [expr $clk_period * $clk_io_pct] -clock clk0 [all_outputs]

===== flow/design.v =====
module I_cache(
    clk,
    proc_reset,
    proc_read,
    proc_write,
    proc_addr,
    proc_rdata,
    proc_wdata,
    proc_stall,
    mem_read,
    mem_write,
    mem_addr,
    mem_rdata,
    mem_wdata,
    mem_ready
);
    input          clk;
    input          proc_reset;
    input          proc_read, proc_write;
    input   [29:0] proc_addr;  
    input   [31:0] proc_wdata;
    output         proc_stall;
    output  [31:0] proc_rdata;
    input  [127:0] mem_rdata;
    input          mem_ready;
    output         mem_read, mem_write;
    output  [27:0] mem_addr;
    output [127:0] mem_wdata;
    reg    [2-1:0] state_r;
    reg    [2-1:0] state_w;
    reg  [128-1:0] cache_r[0:4-1][0:2-1];  
    reg  [128-1:0] cache_w[0:4-1][0:2-1];  
    reg            valid_r[0:4-1][0:2-1];  
    reg            valid_w[0:4-1][0:2-1];  
    reg            modified_r[0:4-1][0:2-1];  
    reg            modified_w[0:4-1][0:2-1];  
    reg   [26-1:0] tag_r[0:4-1][0:2-1];  
    reg   [26-1:0] tag_w[0:4-1][0:2-1];  
    reg            recent_r[0:4-1];  
    reg            recent_w[0:4-1];  
    wire  [26-1:0] proc_tag;
    wire   [2-1:0] proc_modulo;
    wire   [2-1:0] proc_offset;
    wire           read_miss;
    wire           read_hit;
    wire           write_miss;
    wire           write_hit;
    wire           old_valid_and_modified;
    wire           index;
    integer        i, j;
    parameter      STATE_READY = 2'd0;
    parameter      STATE_READ  = 2'd1;  
    parameter      STATE_WRITE = 2'd3;  
    assign proc_tag = proc_addr[26+2+2-1:2+2];
    assign proc_modulo = proc_addr[2+2-1:2];
    assign proc_offset = proc_addr[2-1:0];
    assign read_hit = proc_read && ((proc_tag == tag_r[proc_modulo][0] && valid_r[proc_modulo][0]) || (proc_tag == tag_r[proc_modulo][1] && valid_r[proc_modulo][1]));
    assign read_miss = proc_read && !((proc_tag == tag_r[proc_modulo][0] && valid_r[proc_modulo][0]) || (proc_tag == tag_r[proc_modulo][1] && valid_r[proc_modulo][1]));
    assign write_hit = proc_write && ((proc_tag == tag_r[proc_modulo][0] && valid_r[proc_modulo][0]) || (proc_tag == tag_r[proc_modulo][1] && valid_r[proc_modulo][1]));
    assign write_miss = proc_write && !((proc_tag == tag_r[proc_modulo][0] && valid_r[proc_modulo][0]) || (proc_tag == tag_r[proc_modulo][1] && valid_r[proc_modulo][1]));
    assign old_valid_and_modified = proc_tag != tag_r[proc_modulo][~ recent_r[proc_modulo]] && valid_r[proc_modulo][~ recent_r[proc_modulo]] && modified_r[proc_modulo][~ recent_r[proc_modulo]];
    assign index = proc_tag == tag_r[proc_modulo][1];
    always @(*) begin
        case (state_r)
            STATE_READY:
                if ((read_miss || write_miss) && old_valid_and_modified) begin
                    state_w = STATE_WRITE;
                end
                else if ((read_miss || write_miss) && ~ old_valid_and_modified) begin
                    state_w = STATE_READ;
                end
                else begin
                    state_w = STATE_READY;
                end
            STATE_WRITE:
                if (mem_ready) begin
                    state_w = STATE_READ;
                end
                else begin
                    state_w = STATE_WRITE;
                end
            STATE_READ:
                if (mem_ready) begin
                    state_w = STATE_READY;
                end
                else begin
                    state_w = STATE_READ;
                end
            default: 
                state_w = STATE_READY;
        endcase
    end
    always@(posedge clk) begin
        if(proc_reset) begin
            state_r <= STATE_READY;
        end
        else begin
            state_r <= state_w;
        end
    end
    always @(*) begin
        for (i = 0; i < 4; i = i + 1) begin
            for (j = 0; j < 2; j = j + 1) begin
                cache_w[i][j] = cache_r[i][j];
            end
        end
        if (state_r == STATE_READ && mem_ready) begin
            cache_w[proc_modulo][~ recent_r[proc_modulo]] = mem_rdata;
        end
        else if (state_r == STATE_READY && write_hit) begin
            cache_w[proc_modulo][index][(proc_offset+1)*32-1-:32] = proc_wdata;
        end
    end
    always@(posedge clk) begin
        if(proc_reset) begin
            for (i = 0; i < 4; i = i + 1) begin
                for (j = 0; j < 2; j = j + 1) begin
                    cache_r[i][j] <= 128'd0;
                end
            end
        end
        else begin
            for (i = 0; i < 4; i = i + 1) begin
                for (j = 0; j < 2; j = j + 1) begin
                    cache_r[i][j] <= cache_w[i][j];
                end
            end
        end
    end
    always @(*) begin
        for (i = 0; i < 4; i = i + 1) begin
            for (j = 0; j < 2; j = j + 1) begin
                valid_w[i][j] = valid_r[i][j];
            end
        end
        if (state_r == STATE_READ && mem_ready) begin
            valid_w[proc_modulo][~ recent_r[proc_modulo]] = 1'b1;
        end
    end
    always@(posedge clk) begin
        if(proc_reset) begin
            for (i = 0; i < 4; i = i + 1) begin
                for (j = 0; j < 2; j = j + 1) begin
                    valid_r[i][j] <= 1'b0;
                end
            end
        end
        else begin
            for (i = 0; i < 4; i = i + 1) begin
                for (j = 0; j < 2; j = j + 1) begin
                    valid_r[i][j] <= valid_w[i][j];
                end
            end
        end
    end
    always @(*) begin
        for (i = 0; i < 4; i = i + 1) begin
            for (j = 0; j < 2; j = j + 1) begin
                tag_w[i][j] = tag_r[i][j];
            end
        end
        if (state_r == STATE_READ && mem_ready) begin
            tag_w[proc_modulo][~ recent_r[proc_modulo]] = proc_tag;
        end
    end
    always@(posedge clk) begin
        if(proc_reset) begin
            for (i = 0; i < 4; i = i + 1) begin
                for (j = 0; j < 2; j = j + 1) begin
                    tag_r[i][j] <= 26'd0;
                end
            end
        end
        else begin
            for (i = 0; i < 4; i = i + 1) begin
                for (j = 0; j < 2; j = j + 1) begin
                    tag_r[i][j] <= tag_w[i][j];
                end
            end
        end
    end
    always @(*) begin
        for (i = 0; i < 4; i = i + 1) begin
            recent_w[i] = recent_r[i];
        end
        if (state_r == STATE_READ && mem_ready) begin
            recent_w[proc_modulo] = ~ recent_r[proc_modulo];
        end
        else if (state_r == STATE_READY && (read_hit || write_hit)) begin
            recent_w[proc_modulo] = index;
        end
    end
    always@(posedge clk) begin
        if(proc_reset) begin
            for (i = 0; i < 4; i = i + 1) begin
                recent_r[i] <= 1'b0;
            end
        end
        else begin
            for (i = 0; i < 4; i = i + 1) begin
                recent_r[i] <= recent_w[i];
            end
        end
    end
    always @(*) begin
        for (i = 0; i < 4; i = i + 1) begin
            for (j = 0; j < 2; j = j + 1) begin
                modified_w[i][j] = modified_r[i][j];
            end
        end
        if (state_r == STATE_READ && mem_ready) begin
            modified_w[proc_modulo][~ recent_r[proc_modulo]] = 1'b0;
        end
        else 
        if (write_hit) begin
            modified_w[proc_modulo][index] = 1'b1;
        end
    end
    always@(posedge clk) begin
        if(proc_reset) begin
            for (i = 0; i < 4; i = i + 1) begin
                for (j = 0; j < 2; j = j + 1) begin
                    modified_r[i][j] <= 1'b0;
                end
            end
        end
        else begin
            for (i = 0; i < 4; i = i + 1) begin
                for (j = 0; j < 2; j = j + 1) begin
                    modified_r[i][j] <= modified_w[i][j];
                end
            end
        end
    end
    assign proc_stall = read_miss || write_miss;
    assign proc_rdata = cache_r[proc_modulo][index][(proc_offset+1)*32-1-:32];
    assign mem_read = state_r == STATE_READ;
    assign mem_write = state_r == STATE_WRITE;
    assign mem_addr = state_r == STATE_READ ? {proc_tag, proc_modulo} : {tag_r[proc_modulo][~ recent_r[proc_modulo]], proc_modulo};
    assign mem_wdata = cache_r[proc_modulo][~ recent_r[proc_modulo]];
endmodule

===== flow/run.sh =====
#!/bin/bash
# OpenROAD 26Q1-2900-gdf79404cd8, Yosys 0.63+post, stock flow scripts
make -C /OpenROAD-flow-scripts/flow DESIGN_CONFIG=/design/flow/config.mk WORK_HOME=/design/flow/orfs finish

==> results_slide.txt <==
Key Metrics from the Run

Worst setup path
  – CP bufs+invs: 9
  – CP arrival: between 20 and 25 ns
  – WP data required: 65.12 ns
  – Critical Path Sink Type: output pin
  – Cell mode on critical path: buf_4
  – Crit path largest cell delay: 0.78 ns
  – Critical path, cell by cell: buf_8, inv_6, ha_2, buf_4, buf_4, nor4_2, buf_4, a211oi_1, and4b_1, nor4_1, nand3_4, nor2_4, buf_4, buf_4, buf_4, nand2_1, a21oi_1, o21ai_0, a32oi_1, clkdlybuf4s50_1
  – Crit-path max FO: around 48
  – CP Class: input pin to output pin
  – Crit path max-delay family: buffers and inverters
  – Critical Path Start: proc_addr[2]
  – CP max stage cell: nor4_1
  – Setup crit start kind: input pin
  – RR Startpoint: tag_r[3][13]$_SDFFE_PP0P_

Yosys
  – Flops after synth: between 1000 and 1500
  – Mean area per synthesized cell: just under 8 um2
  – Asr flop ratio synth: 0%
  – Syn Std Cell Area: slightly below 0.07 mm2
  – Post-synth EDFFs: 0
  – Dominant Register Cell: dfxtp_1
  – Yosys cell count: around 9000
  – Cells after Synth: around 8800
  – Post-synth seq share: between 30% and 40%
  – YS chip area: around 0.069 mm2
  – Cell Type Count: a little under 80
  – YS warnings: 11

Detailed routing
  – WL final: 374 mm
  – DRT met1 WL: roughly 140 mm
  – Drt drc: 0
  – DR vias: about 75000
  – Drt first-iter violations: around 9900
  – Remaining antenna violation count after routing: 0
  – DR vias/cell: about 6.4
  – Met2 Wirelength: approximately 150 mm
  – Routed length per instance: roughly 32 um
  – Top Layer Used: met5
  – Drt first pass iters: 9
  – WL met3: approximately 58 mm

STA
  – Hold WS: 0.470 ns
  – Rel. slew slack: a little under a fifth
  – RSZ-0062 raised after global routing: false
  – Final Max Slew Viols: 0
  – Crit path time final: 41.21 ns
  – Actual slew at the worst max-slew pin: between 1 and 1.5 ns
  – Final period util: between 50 and 60%
  – Clock skew: 0.0920 ns
  – Setup TNS: 0 ns
  – # setup viols final: 0
  – Final WS setup: around 40 ns
  – Final hold viol count: 0
  – Fmax: 24.3 MHz

Clock network
  – Post-CTS Setup Bufs: 0
  – Total CTS buffers: roughly 140
  – Maximum root-to-sink buffer count: 3
  – Clk ins delay skew pair: 0.83 ns
  – H-Tree Depth: 4
  – Clk slew on worst S/H paths: ~0.060 ns
  – CTS sink count: between 1000 and 1500
  – Cts hold-fix bufs: 0
  – Post-CTS sizing: 0
  – CTS root buf: clkbuf_16
  – CTS tree: yes

Flow run
  – Tool warnings: slightly below 60
  – Max cap viols: 0

GRT
  – Initial antenna violation count: 29
  – First-pass GRT wire length: roughly 520 mm
  – Vias in the first global route: about 69000
  – Largest net degree at the start of global routing: roughly 160
  – GRT Total Usage: between 30% and 40%
  – Total grt overflow: 0

Floorplan
  – Die area: approximately 0.23 mm2
  – Starting Density: between 30% and 40%
  – Rows: between 150 and 200
  – Core ar.: 0.227 mm2
  – Io pins: about 390
  – DIE HEIGHT: around 480 um
  – Die width: a little under 500 um

Place
  – Cell Area, Placed: 0.0751 mm2
  – IO Port Bufs: 385
  – Dpl ws: ~41 ns
  – DP Wirelength: roughly 230 mm
  – Routability cong.: just over 1

Pwr
  – Cell Pwr Density: 19.5 mW/mm2
  – Peak supply drop: 0.0182 mV
  – Leakage power: 24.9 nW

Finish
  – Top cells excl fill/tap: 1255 x dfxtp_1, 1129 x o21ai_0, 1046 x o211ai_1
  – Fillers: 22900
  – Share of cells above drive strength 1: 10.2%
  – FF/Latch Area: between 0.02 and 0.03 mm2
  – MI comb area: roughly 0.040 mm2
  – Top cell excl fill/tap: dfxtp_1
  – P&R area growth vs syn: 16.5%
  – Final instance area: around 0.08 mm2

Status
  – Status: complete, no violations

Worst hold path
  – HP Start: tag_r[2][16]$_SDFFE_PP0P_
  – Hold Path Class: register to register
## routing by layer
layer,vias to the layer above,GRT usage (%)
met5,-,0.684
met4,26,22.7
met3,1301,16.5
met2,5744,42.9
met1,35900,40.1
li1,32300,-
## power breakdown
part | switching [W] | total (W) | internal [W]
combinational | 0.000186 | 0.000250 | 0.0000636
clock | 0.000293 | 0.000682 | 0.000390
sequential | 0.00000516 | 0.000625 | 0.000619
total | 0.000484 | 0.00156 | 0.00107
## metrics by stage
step	total power, W	util [%]	cells
6_report	0.00156	35.2	11700
5_1_grt	0.00158	35.2	11700
4_1_cts	0.00154	35.2	11700
3_5_place_dp	0.000873	33.0	11400
3_3_place_gp	0.000873	33.0	11400
2_1_floorplan	0.000742	-	8755
## cell type report
cell class                 instances  share of cell area (%)
antenna                           21                  0.0657
clock buffer                     200                    5.13
clock inverter                    56                   0.947
inverter                          31                   0.161
multi-input combinational       6430                    49.8
sequential                      1255                    31.4
tap                             3009                    4.71
timing repair buffer             673                    7.80
## path summary, 6_finish.rpt
kind / end / slack, ns / cells past startpoint
hold reg to reg: tag_r[2][16]$_SDFFE_PP0P_ / 0.47 / 2
hold / removal: tag_r[2][16]$_SDFFE_PP0P_ / 0.47 / 2
setup / recovery: proc_rdata[30] / 40.19 / 20
setup reg to reg: cache_r[4][127]$_SDFFE_PP0P_ / 74.93 / 14
## Yosys cell counts (10+ instances only)
library cell     n  share of area (%)
clkbuf_1       742                4.1
buf_2           63               0.46
a221o_1         16               0.23
o211ai_2        20               0.36
dfxtp_1       1255                 37
o22ai_1         35               0.32
a31oi_1         57               0.52
o311ai_0        10               0.13
a32oi_1         16               0.20
buf_1          220                1.2
mux4_2          51                1.7
inv_1           28               0.15
nand2_1        959                5.2
a221oi_1        47               0.60
xnor2_1         40               0.51
mux2i_1        314                4.6
nor3b_1         10               0.11
nor2b_1         60               0.55
and3_1          29               0.26
nor3_1          80               0.58
a22o_1          24               0.31
a2111oi_0       10               0.13
ha_1            10               0.18
or2_2          139                1.3
o21ai_1        137                1.0
nor4_1          29               0.26
o21ai_0       1130                8.2
a41oi_1         47               0.60
or3_1           25               0.23
mux2_2          72                1.2
o2111ai_1       26               0.33
nand2b_1        13               0.12
a222oi_1        56               0.82
a211oi_1        27               0.30
o211ai_1      1046                 11
a22oi_1        287                3.1
nor2_1         660                3.6
o2bb2ai_1       18               0.23
o221ai_1        81                1.0
nand4_1         40               0.36
o31ai_1         17               0.19
a21oi_1        555                4.0
a21o_1          14               0.15
nand3_1        113               0.82
## flip-flops by register name (all words and copies together), names as in the netlist
name        cells
state_r         3
modified_r      8
tag_r         208
cache_r      1024
valid_r         8
recent_r        4
## worst reg2reg max path: stages (launching register included)
cell and delay, ns:
dfxtp_1 0.40, a22oi_1 0.12, a211oi_1 0.29, and4b_1 0.25, nor4_1 0.78, nand3_4 0.61, nor3_4 0.74, buf_4 0.51
nor4_1 0.18, o21ai_4 0.16, buf_4 0.47, buf_4 0.70, buf_4 0.84, o211ai_1 0.22, o21ai_0 0.11
## kinds of logic (layout without fill, tap and decap cells)
| family | after synthesis | in the layout | synth area share (%) |
|---|---|---|---|
| AOI/OAI and AO/OA | 3749 | 3749 | 35.3 |
| and+or+nand+nor | 2192 | 2192 | 13.9 |
| DFF | 1255 | 1255 | 36.6 |
| buffers and inverters | 1070 | 960 | 6.08 |
| muxes | 437 | 437 | 7.44 |
| xor gates and xnor gates | 42 | 42 | 0.536 |
| adders and majority gates | 10 | 10 | 0.182 |
| other | 0 | 21 | 0 |
Power is estimated from default activity; no workload was simulated.
