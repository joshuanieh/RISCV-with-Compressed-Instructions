## design/flow/run.sh

```bash
#!/bin/bash
# OpenROAD 26Q1-2900-gdf79404cd8, Yosys 0.63+post, stock flow scripts
make -C /OpenROAD-flow-scripts/flow DESIGN_CONFIG=/design/flow/config.mk WORK_HOME=/design/flow/orfs finish
```

## design/flow/config.mk

```make
export PLATFORM = sky130hd
export DESIGN_NAME = D_cache
export DESIGN_NICKNAME = D_cache
export VERILOG_FILES = /design/flow/design.v
export SDC_FILE = /design/flow/constraint.sdc
export NUM_CORES = 4
export LEC_CHECK = 1
export CORE_UTILIZATION = 50
```

## design/flow/constraint.sdc

```tcl
current_design D_cache

set clk_period 48.8
set clk_io_pct 0.2

create_clock -name clk0 -period $clk_period [get_ports {clk}]

set non_clock_inputs [all_inputs -no_clocks]
set_input_delay [expr $clk_period * $clk_io_pct] -clock clk0 $non_clock_inputs
set_output_delay [expr $clk_period * $clk_io_pct] -clock clk0 [all_outputs]
```

## design/flow/design.v

```verilog
module D_cache(
    clk,
    proc_reset,
    proc_read,
    proc_write,
    proc_addr,
    proc_rdata,
    proc_wdata,
    proc_stall,
    mem_read,
    mem_write,
    mem_addr,
    mem_rdata,
    mem_wdata,
    mem_ready
);
    input          clk;
    input          proc_reset;
    input          proc_read, proc_write;
    input   [29:0] proc_addr;  
    input   [31:0] proc_wdata;
    output         proc_stall;
    output  [31:0] proc_rdata;
    input  [127:0] mem_rdata;
    input          mem_ready;
    output         mem_read, mem_write;
    output  [27:0] mem_addr;
    output [127:0] mem_wdata;
    reg    [2-1:0] state_r;
    reg    [2-1:0] state_w;
    reg  [128-1:0] cache_r[0:4-1][0:2-1];  
    reg  [128-1:0] cache_w[0:4-1][0:2-1];  
    reg            valid_r[0:4-1][0:2-1];  
    reg            valid_w[0:4-1][0:2-1];  
    reg            modified_r[0:4-1][0:2-1];  
    reg            modified_w[0:4-1][0:2-1];  
    reg   [26-1:0] tag_r[0:4-1][0:2-1];  
    reg   [26-1:0] tag_w[0:4-1][0:2-1];  
    reg            recent_r[0:4-1];  
    reg            recent_w[0:4-1];  
    wire  [26-1:0] proc_tag;
    wire   [2-1:0] proc_modulo;
    wire   [2-1:0] proc_offset;
    wire           read_miss;
    wire           read_hit;
    wire           write_miss;
    wire           write_hit;
    wire           old_valid_and_modified;
    wire           index;
    integer        i, j;
    parameter      STATE_READY = 2'd0;
    parameter      STATE_READ  = 2'd1;  
    parameter      STATE_WRITE = 2'd3;  
    assign proc_tag = proc_addr[26+2+2-1:2+2];
    assign proc_modulo = proc_addr[2+2-1:2];
    assign proc_offset = proc_addr[2-1:0];
    assign read_hit = proc_read && ((proc_tag == tag_r[proc_modulo][0] && valid_r[proc_modulo][0]) || (proc_tag == tag_r[proc_modulo][1] && valid_r[proc_modulo][1]));
    assign read_miss = proc_read && !((proc_tag == tag_r[proc_modulo][0] && valid_r[proc_modulo][0]) || (proc_tag == tag_r[proc_modulo][1] && valid_r[proc_modulo][1]));
    assign write_hit = proc_write && ((proc_tag == tag_r[proc_modulo][0] && valid_r[proc_modulo][0]) || (proc_tag == tag_r[proc_modulo][1] && valid_r[proc_modulo][1]));
    assign write_miss = proc_write && !((proc_tag == tag_r[proc_modulo][0] && valid_r[proc_modulo][0]) || (proc_tag == tag_r[proc_modulo][1] && valid_r[proc_modulo][1]));
    assign old_valid_and_modified = proc_tag != tag_r[proc_modulo][~ recent_r[proc_modulo]] && valid_r[proc_modulo][~ recent_r[proc_modulo]] && modified_r[proc_modulo][~ recent_r[proc_modulo]];
    assign index = proc_tag == tag_r[proc_modulo][1];
    always @(*) begin
        case (state_r)
            STATE_READY:
                if ((read_miss || write_miss) && old_valid_and_modified) begin
                    state_w = STATE_WRITE;
                end
                else if ((read_miss || write_miss) && ~ old_valid_and_modified) begin
                    state_w = STATE_READ;
                end
                else begin
                    state_w = STATE_READY;
                end
            STATE_WRITE:
                if (mem_ready) begin
                    state_w = STATE_READ;
                end
                else begin
                    state_w = STATE_WRITE;
                end
            STATE_READ:
                if (mem_ready) begin
                    state_w = STATE_READY;
                end
                else begin
                    state_w = STATE_READ;
                end
            default: 
                state_w = STATE_READY;
        endcase
    end
    always@(posedge clk) begin
        if(proc_reset) begin
            state_r <= STATE_READY;
        end
        else begin
            state_r <= state_w;
        end
    end
    always @(*) begin
        for (i = 0; i < 4; i = i + 1) begin
            for (j = 0; j < 2; j = j + 1) begin
                cache_w[i][j] = cache_r[i][j];
            end
        end
        if (state_r == STATE_READ && mem_ready) begin
            cache_w[proc_modulo][~ recent_r[proc_modulo]] = mem_rdata;
        end
        else if (state_r == STATE_READY && write_hit) begin
            cache_w[proc_modulo][index][(proc_offset+1)*32-1-:32] = proc_wdata;
        end
    end
    always@(posedge clk) begin
        if(proc_reset) begin
            for (i = 0; i < 4; i = i + 1) begin
                for (j = 0; j < 2; j = j + 1) begin
                    cache_r[i][j] <= 128'd0;
                end
            end
        end
        else begin
            for (i = 0; i < 4; i = i + 1) begin
                for (j = 0; j < 2; j = j + 1) begin
                    cache_r[i][j] <= cache_w[i][j];
                end
            end
        end
    end
    always @(*) begin
        for (i = 0; i < 4; i = i + 1) begin
            for (j = 0; j < 2; j = j + 1) begin
                valid_w[i][j] = valid_r[i][j];
            end
        end
        if (state_r == STATE_READ && mem_ready) begin
            valid_w[proc_modulo][~ recent_r[proc_modulo]] = 1'b1;
        end
    end
    always@(posedge clk) begin
        if(proc_reset) begin
            for (i = 0; i < 4; i = i + 1) begin
                for (j = 0; j < 2; j = j + 1) begin
                    valid_r[i][j] <= 1'b0;
                end
            end
        end
        else begin
            for (i = 0; i < 4; i = i + 1) begin
                for (j = 0; j < 2; j = j + 1) begin
                    valid_r[i][j] <= valid_w[i][j];
                end
            end
        end
    end
    always @(*) begin
        for (i = 0; i < 4; i = i + 1) begin
            for (j = 0; j < 2; j = j + 1) begin
                tag_w[i][j] = tag_r[i][j];
            end
        end
        if (state_r == STATE_READ && mem_ready) begin
            tag_w[proc_modulo][~ recent_r[proc_modulo]] = proc_tag;
        end
    end
    always@(posedge clk) begin
        if(proc_reset) begin
            for (i = 0; i < 4; i = i + 1) begin
                for (j = 0; j < 2; j = j + 1) begin
                    tag_r[i][j] <= 26'd0;
                end
            end
        end
        else begin
            for (i = 0; i < 4; i = i + 1) begin
                for (j = 0; j < 2; j = j + 1) begin
                    tag_r[i][j] <= tag_w[i][j];
                end
            end
        end
    end
    always @(*) begin
        for (i = 0; i < 4; i = i + 1) begin
            recent_w[i] = recent_r[i];
        end
        if (state_r == STATE_READ && mem_ready) begin
            recent_w[proc_modulo] = ~ recent_r[proc_modulo];
        end
        else if (state_r == STATE_READY && (read_hit || write_hit)) begin
            recent_w[proc_modulo] = index;
        end
    end
    always@(posedge clk) begin
        if(proc_reset) begin
            for (i = 0; i < 4; i = i + 1) begin
                recent_r[i] <= 1'b0;
            end
        end
        else begin
            for (i = 0; i < 4; i = i + 1) begin
                recent_r[i] <= recent_w[i];
            end
        end
    end
    always @(*) begin
        for (i = 0; i < 4; i = i + 1) begin
            for (j = 0; j < 2; j = j + 1) begin
                modified_w[i][j] = modified_r[i][j];
            end
        end
        if (state_r == STATE_READ && mem_ready) begin
            modified_w[proc_modulo][~ recent_r[proc_modulo]] = 1'b0;
        end
        else 
        if (write_hit) begin
            modified_w[proc_modulo][index] = 1'b1;
        end
    end
    always@(posedge clk) begin
        if(proc_reset) begin
            for (i = 0; i < 4; i = i + 1) begin
                for (j = 0; j < 2; j = j + 1) begin
                    modified_r[i][j] <= 1'b0;
                end
            end
        end
        else begin
            for (i = 0; i < 4; i = i + 1) begin
                for (j = 0; j < 2; j = j + 1) begin
                    modified_r[i][j] <= modified_w[i][j];
                end
            end
        end
    end
    assign proc_stall = read_miss || write_miss;
    assign proc_rdata = cache_r[proc_modulo][index][(proc_offset+1)*32-1-:32];
    assign mem_read = state_r == STATE_READ;
    assign mem_write = state_r == STATE_WRITE;
    assign mem_addr = state_r == STATE_READ ? {proc_tag, proc_modulo} : {tag_r[proc_modulo][~ recent_r[proc_modulo]], proc_modulo};
    assign mem_wdata = cache_r[proc_modulo][~ recent_r[proc_modulo]];
endmodule
```

==> impl_metrics.csv <==
group,metric,value,unit
clock_network,cts_buffer_depth,3,
final_timing,period_needed,28110,ps
power,p_switching,789,µW
place,pre_cts_slack,21310,ps
worst_setup_path,path_class,"in -> out",
routing,drtIter0Drc,10100,
worst_setup_path,cp-start-kind,"input pin",
clock_network,cts_tree,"built",
clock_network,cts_buffers,147,
logic_synthesis,avgSynthCellArea,7.84,µm²
routing,routed_wl,363000,µm
power,p_leak,0.0248,µW
final_timing,setup_violations,0,
worst_setup_path,r2r_setup_slack,42330,ps
final_timing,worst_pin_slew,1470,ps
worst_setup_path,r2r_end,"cache_r[3][72]",
routing,wl_per_cell,34.6,µm
worst_setup_path,r2r-start,"tag_r[5][23]",
clock_network,clkSinkCount,1255,
routing,vias_per_cell,7.23,
final_timing,finalWorstSetupSlack,20690,ps
logic_synthesis,ys_area,0.0686,mm²
flow_run,max_cap_violations,0,
logic_synthesis,netlist_area,0.0686,mm²
floorplanning,dieArea,0.139,mm²
final_timing,hold_violations,0,
power,p_seq_frac,0.405,
logic_synthesis,ff_type,"dfxtp_1",
logic_synthesis,area_leaders,"dfxtp_1 37%, o211ai_1 11%, o21ai_0 8.2%",
routing,firstDrtPassIters,10,
flow_run,tool_warnings,66,
layout,final_util,0.576,
clock_network,post_cts_resized,0,
floorplanning,die_h,372,µm
final_timing,final_min_period_over_clock_period,0.576,
logic_synthesis,ys_types,77,
floorplanning,core.rowCount,135,
final_timing,finalSetupTns,0,ps
logic_synthesis,common_cells,"1,255 x dfxtp_1, 1,130 x o21ai_0, 1,046 x o211ai_1",
place,gp_congestion,1.05,
floorplanning,core_area,0.136,mm²
routing,met2_length,142000,µm
final_timing,max_slew_margin,0.0114,
clock_network,post_cts_buffers,0,
logic_synthesis,synth_warnings,11,
worst_setup_path,reg2reg_depth,16,
logic_synthesis,ys_seq_share,0.366,
routing,drc_errors,0,
clock_network,cts_hold_buf,0,
worst_hold_path,min_path_cells,2,
logic_synthesis,yosysTopAreaCellShare,0.366,
final_timing,slew_viol_final,0,
run_status,outcome,"finished, final reports clean",
global_routing,grt_antenna_before_repair,48,
floorplanning,die-width,372,µm
final_timing,rsz0062_at_grt,"false",
layout,fillCellCount,12000,
global_routing,grt-ovfl-total,0,
routing,vias,75700,
floorplanning,io_pins,386,
layout,seqCellArea,0.0251,mm²
worst_setup_path,cp.required,39040,ps
logic_synthesis,async_flop_share,0,
place,dp_hpwl,223000,µm
clock_network,clockRootBuffer,"clkbuf_16",
clock_network,clock_latency,810,ps
power,swShare,0.307,
logic_synthesis,yosys_cells,8755,
clock_network,clkTransAtPathRegs,50,ps
power,p_clk_frac,0.434,
global_routing,grt_start_max_net_pins,157,
layout,comb_area,0.0398,mm²
routing,wl_met1,128000,µm
power,combPwrFrac,0.161,
worst_hold_path,hp-start,"tag_r[2][7]",
layout,syn_to_final_growth,14.1,%
worst_hold_path,holdPathEnd,"tag_r[2][7]",
global_routing,grt.total_usage,0.528,
global_routing,grt_pass1_wl,508000,µm
final_timing,skew,26.5,ps
logic_synthesis,synth_flops,1255,
routing,wl_met3,61500,µm
routing,ant_nets,0,
place,portBuffers,385,
power,power,2570,µW
routing,highest-signal-layer,"met5",
logic_synthesis,synth-edff-count,0,
worst_setup_path,end_kind,"output port",
power,internal_power,1780,µW
worst_setup_path,cp_data_arrival_time,18350,ps
power,cellPowerDensity,32.8,mW/mm²
clock_network,h-tree-depth,4,
final_timing,fmax,35.6,MHz
worst_setup_path,crit_fanout,47,
logic_synthesis,synth_top_cell_by_count,"dfxtp_1",
power,ir_drop,27.3,µV
logic_synthesis,synthCells,8755,
floorplanning,fp_util,0.505,
layout,drive_gt1_frac,0.101,
logic_synthesis,synth.largest_area_cell,"dfxtp_1",
worst_hold_path,hold_class,"reg -> reg",
global_routing,grt_pass1_vias,68400,
-- cell type report --
type                       count  area share
antenna                       34     0.00109
clock buffer                 220      0.0541
clock inverter                39     0.00598
inverter                      31     0.00165
multi-input combinational   6430       0.509
sequential                  1255       0.321
tap                         1781      0.0285
timing repair buffer         677      0.0791
-- per-layer routing --
| metal | up-vias | global-route usage |
|---|---|---|
| li1 | 32400 | - |
| met1 | 35900 | 0.668 |
| met2 | 5841 | 0.683 |
| met3 | 1507 | 0.301 |
| met4 | 64 | 0.351 |
| met5 | - | 0.0150 |
-- flip-flops by register name (all words and copies together) (netlist names) --
signal	flops
valid_r	8
modified_r	8
tag_r	208
recent_r	4
state_r	3
cache_r	1024
-- cell families after synthesis --
family | Yosys count | share of synthesized area
xor+xnor | 42 | 0.00536
mux | 437 | 0.0744
flops | 1255 | 0.366
compound gates | 3749 | 0.353
fa+ha+maj | 10 | 0.00182
simple gates | 2192 | 0.139
buf+inv | 1070 | 0.0608
-- power by group through the flow --
| stage | Sequential (µW) | Clock [µW] | Combinational, µW |
|---|---|---|---|
| 6_report | 1040 | 1120 | 414 |
| 5_1_grt | 1040 | 1150 | 412 |
| 4_1_cts | 1040 | 1110 | 386 |
-- worst max-delay path by stage --
stage / from / end / slack, ps / depth (start not counted)
4_1_cts: proc_addr[3] / proc_rdata[0] / 21260 / 19
5_1_grt: proc_addr[3] / proc_rdata[0] / 20920 / 19
6_report: proc_addr[3] / proc_rdata[0] / 20690 / 19
-- critical path, stage by stage --
cell and delay, ps:
buf_6 410, inv_2 310, buf_4 320, ha_2 400, or4_1 840, or3_1 410
and4b_1 200, a2111oi_0 830, buf_4 260, and4_2 260, buf_4 590, nand2_4 450
buf_4 500, buf_4 380, and3_1 220, o41ai_1 830, o21bai_1 400, a32oi_1 360
clkdlybuf4s50_1 510
-- stage by stage --
step	hold slack [ps]	cells	instance area [µm²]
finish	470	10500	78300
global route	486	10400	78200
CTS	468	10400	78200
detailed placement	459	10200	73500
global placement	456	10200	73500
floorplan	442	8755	68600
-- placed cells by master, fill, tap and decap left out, types with 18 or more instances in the layout --
cell type / count
clkbuf_8: 22
o221ai_1: 81
o21ai_1: 133
o21ai_0: 1128
o2111ai_1: 26
nor2_1: 647
and3_1: 28
o211ai_1: 1046
a21oi_1: 550
a22oi_1: 287
buf_4: 282
nand2_1: 952
mux4_2: 51
nor4_1: 28
a222oi_1: 56
dfxtp_1: 1255
xnor2_1: 40
a211oi_1: 23
o22ai_1: 35
o2bb2ai_1: 18
clkbuf_1: 48
diode_2: 34
mux2i_1: 314
clkdlybuf4s50_1: 381
a31oi_1: 54
nand4_1: 40
mux2_2: 72
clkbuf_16: 150
or2_2: 139
a22o_1: 24
a221oi_1: 47
nand3_1: 112
nor2b_1: 59
o211ai_2: 20
nor3_1: 71
inv_1: 27
a41oi_1: 45
or3_1: 24
No activity file was given, so power comes from the tool's default toggle rates.
