<file path="design/flow/design.v">
module decompressor (
    instr_i,
    decompress_i,
    instr_o
);
    input  [31:0] instr_i;
    input         decompress_i;
    output [31:0] instr_o;
    reg    [31:0] decompressed_instr;
    wire          is_lw, is_sw, is_addi, is_jal, is_srli, is_srai, is_andi, is_j, is_beqz, is_bnez, is_slli, is_jr, is_mv, is_jalr, is_add;
    assign instr_o = (decompress_i == 1'b1) ? decompressed_instr : instr_i;
    assign is_lw = ((instr_i[1:0] == 2'b00) & (instr_i[15] == 1'b0));                                                         
    assign is_sw = ((instr_i[1:0] == 2'b00) & (instr_i[15] == 1'b1));                                                         
    assign is_addi = ((instr_i[1:0] == 2'b01) & (instr_i[15] == 1'b0) & (instr_i[13] == 1'b0));                               
    assign is_jal = ((instr_i[1:0] == 2'b01) & (instr_i[15] == 1'b0) & (instr_i[13] == 1'b1));                                
    assign is_srli = ((instr_i[1:0] == 2'b01) & (instr_i[15:13] == 3'b100) & (instr_i[11:10] == 2'b00));                      
    assign is_srai = ((instr_i[1:0] == 2'b01) & (instr_i[15:13] == 3'b100) & (instr_i[10] == 1'b1));                          
    assign is_andi = ((instr_i[1:0] == 2'b01) & (instr_i[15:13] == 3'b100) & (instr_i[11] == 1'b1));                          
    assign is_j = ((instr_i[1:0] == 2'b01) & (instr_i[15:13] == 3'b101));                                                     
    assign is_beqz = ((instr_i[1:0] == 2'b01) & (instr_i[14:13] == 2'b10));                                                   
    assign is_bnez = ((instr_i[1:0] == 2'b01) & (instr_i[14:13] == 2'b11));                                                   
    assign is_slli = ((instr_i[1:0] == 2'b10) & (instr_i[15] == 1'b0));                                                       
    assign is_jr = ((instr_i[1:0] == 2'b10) & (instr_i[15] == 1'b1) & (instr_i[12] == 1'b0) & (instr_i[6:2] == 5'd0));        
    assign is_mv = ((instr_i[1:0] == 2'b10) & (instr_i[15] == 1'b1) & (instr_i[12] == 1'b0) & (instr_i[6:2] != 5'd0));        
    assign is_jalr = ((instr_i[1:0] == 2'b10) & (instr_i[15] == 1'b1) & (instr_i[12] == 1'b1) & (instr_i[6:2] == 5'd0));      
    assign is_add = ((instr_i[1:0] == 2'b10) & (instr_i[15] == 1'b1) & (instr_i[12] == 1'b1) & (instr_i[6:2] != 5'd0));       
    always @(*) begin
        if (is_jr | is_mv | is_jalr | is_add) begin
            if (is_jr | is_mv) begin
                if (is_jr) begin  
                    decompressed_instr = {12'd0, instr_i[11:7], 3'd0, 5'd0, 7'b1100111};
                end
                else begin  
                    decompressed_instr = {7'd0, instr_i[6:2], 5'd0, 3'd0, instr_i[11:7], 7'b0110011};
                end
            end
            else begin
                if (is_jalr) begin  
                    decompressed_instr = {12'd0, instr_i[11:7], 3'd0, 5'd1, 7'b1100111};
                end
                else begin  
                    decompressed_instr = {7'd0, instr_i[6:2], instr_i[11:7], 3'd0, instr_i[11:7], 7'b0110011};
                end
            end
        end
        else if (is_srli | is_srai | is_andi) begin
            if (is_srli) begin  
                decompressed_instr = {7'd0, instr_i[6:2], 2'b01, instr_i[9:7], 3'b101, 2'b01, instr_i[9:7], 7'b0010011};
            end
            else if (is_srai) begin  
                decompressed_instr = {7'b0100000, instr_i[6:2], 2'b01, instr_i[9:7], 3'b101, 2'b01, instr_i[9:7], 7'b0010011};
            end
            else begin  
                decompressed_instr = {{7{instr_i[12]}}, instr_i[6:2], 2'b01, instr_i[9:7], 3'b111, 2'b01, instr_i[9:7], 7'b0010011};
            end
        end
        else begin
            if (is_lw | is_sw | is_addi | is_jal) begin
                if (is_lw | is_sw) begin
                    if (is_lw) begin  
                        decompressed_instr = {5'd0, instr_i[5], instr_i[12:10], instr_i[6], 2'd0, 2'b01, instr_i[9:7], 3'b010, 2'b01, instr_i[4:2], 7'b0000011};
                    end
                    else begin  
                        decompressed_instr = {5'd0, instr_i[5], instr_i[12], 2'b01, instr_i[4:2], 2'b01, instr_i[9:7], 3'b010, instr_i[11:10], instr_i[6], 2'd0, 7'b0100011};
                    end
                end
                else begin
                    if (is_addi) begin  
                        decompressed_instr = {{7{instr_i[12]}}, instr_i[6:2], instr_i[11:7], 3'b000, instr_i[11:7], 7'b0010011};
                    end
                    else begin  
                        decompressed_instr = {instr_i[12], instr_i[8], instr_i[10:9], instr_i[6], instr_i[7], instr_i[2], instr_i[11], instr_i[5:3], instr_i[12], {8{instr_i[12]}}, 5'd1, 7'b1101111};
                    end
                end
            end
            else begin
                if (is_slli | is_bnez) begin
                    if (is_slli) begin  
                        decompressed_instr = {7'd0, instr_i[6:2], instr_i[11:7], 3'b001, instr_i[11:7], 7'b0010011};
                    end
                    else begin  
                        decompressed_instr = {instr_i[12], {3{instr_i[12]}}, instr_i[6:5], instr_i[2], 5'd0, 2'b01, instr_i[9:7], 3'b001, instr_i[11:10], instr_i[4:3], instr_i[12], 7'b1100011};
                    end
                end
                else begin
                    if (is_beqz) begin  
                        decompressed_instr = {instr_i[12], {3{instr_i[12]}}, instr_i[6:5], instr_i[2], 5'd0, 2'b01, instr_i[9:7], 3'b000, instr_i[11:10], instr_i[4:3], instr_i[12], 7'b1100011};
                    end
                    else begin  
                        decompressed_instr = {instr_i[12], instr_i[8], instr_i[10:9], instr_i[6], instr_i[7], instr_i[2], instr_i[11], instr_i[5:3], instr_i[12], {8{instr_i[12]}}, 5'd0, 7'b1101111};
                    end
                end
            end
        end
    end
endmodule
</file>
<file path="design/flow/run.sh">
#!/bin/bash
# OpenROAD 26Q1-2900-gdf79404cd8, Yosys 0.63+post, stock flow scripts
make -C /OpenROAD-flow-scripts/flow DESIGN_CONFIG=/design/flow/config.mk WORK_HOME=/design/flow/orfs finish
</file>
<file path="design/flow/constraint.sdc">
current_design decompressor

set clk_period 2.9
set clk_io_pct 0.2

create_clock -name clk0 -period $clk_period

set non_clock_inputs [all_inputs -no_clocks]
set_input_delay [expr $clk_period * $clk_io_pct] -clock clk0 $non_clock_inputs
set_output_delay [expr $clk_period * $clk_io_pct] -clock clk0 [all_outputs]
</file>
<file path="design/flow/config.mk">
export PLATFORM = sky130hd
export DESIGN_NAME = decompressor
export DESIGN_NICKNAME = decompressor
export VERILOG_FILES = /design/flow/design.v
export SDC_FILE = /design/flow/constraint.sdc
export NUM_CORES = 4
export LEC_CHECK = 1
export CORE_AREA = 10 10 89 89
export DIE_AREA = 0 0 99 99
</file>
==> ds_physical_params.txt <==
Physical implementation characteristics

Parameter                              Value

Outcome
  Run status .................. complete, no violations

Global route
  Global-route wire length before repair .................. 12060 um
  Via count of the first global-routing pass .................. 2289
  Antenna violations before repair .................. 0
  GR Overflow Total .................. 0
  Combined global-route utilization of all metal layers .................. 14.52%
  Maximum number of pins on one net before global-route repair .................. 24

Yosys
  Cells after Synth .................. 233
  Post-synthesis instance area .................. 1343 sq um
  Most area-consuming cells after synthesis .................. a21oi_1 (12%), o21ai_0 (8.6%), nand2_1 (6.7%)
  Part of the Yosys area used for sequential elements .................. 0%
  Mean instance size in the synthesized netlist .................. 5.762 sq um
  Most area-hungry cell type in the Yosys netlist .................. a21oi_1
  Post-synth area from yosys stat .................. 1343 sq um
  Area share of the largest cell type after synthesis .................. 11.56%
  YS warnings .................. 1
  Yosys cell count .................. 233
  Distinct lib cells .................. 49

Placement
  Placed insts .................. 425
  Post-placement cell area .................. 2574 sq um
  Final estimated routing congestion in global placement .................. 0.9483
  Final HPWL DP .................. 5925 um
  PortBufs .................. 65

Pwr
  Internal portion of total power .................. 243.9 uW
  Static Leakage .................. 1.297 nW
  Part of the power in registers .................. 0%
  Total net switching power .................. 183.9 uW
  Combinational share of power .................. 100.0%
  Fraction of power spent switching nets .................. 42.99%
  Power per Cell Area .................. 153.6 nW/um^2
  Clock power frac .................. 0%
  Max IR drop VDD .................. 56.75 uV

Critical path
  Critical path type .................. in2out
  Critical path cell sequence .................. dlygate4sd2_1 > or4_4 > nor2_4 > o21ai_2 > buf_4 > buf_4 > a32o_1 > clkdlybuf4s15_1
  Data arrival at the endpoint of the critical path .................. 2.26 ns
  Largest stage delay on the critical path .................. 0.55 ns
  Number of buffer and inverter instances along the worst setup path .................. 4
  Required arrival time at the worst endpoint .................. 2.32 ns
  Launching instance or port of the critical path .................. instr_i[4]
  Dominant cell type by count on the critical path .................. buf_4
  Largest driver fanout on the critical path .................. 4
  Setup crit end kind .................. output port
  Top cell family by delay on the critical path .................. simple AND/OR/NAND/NOR gates
  Cell with the largest stage delay on the worst path .................. or4_4
  Element type at the critical path start .................. input port

Final timing
  Worst hold slack .................. 1.633 ns
  Worst relative slew slack .................. 78.02%
  Final tally of hold violations .................. 0
  Min Clock Period, post-route .................. 2.839 ns
  Count of final max-slew check failures .................. 0
  Slew at the pin closest to its max-slew limit .................. 0.3286 ns
  Setup tns final .................. 0 ns
  Maximum clock frequency .................. 352.2 MHz
  Final Cycle Share .................. 97.90%
  Final tally of setup violations .................. 0

Detailed routing
  Length of routed wiring on met1 .................. 3369 um
  Met2 Wirelength .................. 3383 um
  Average wire length per cell after detail routing .................. 16.98 um
  Via/cell ratio .................. 5.215
  Pre-Repair DR Iteration Count .................. 4
  Violation tally from detailed-route iteration zero .................. 214
  Overall via count from detail_route .................. 2300
  Final ANT Viol Nets .................. 0
  Number of design rule violations left after detail routing .................. 0
  Number of inserted diodes .................. 0
  Uppermost routed layer .................. met4
  Wire length on met3 .................. 610 um
  Sum of routed wire length over all layers .................. 7489 um

Hold path
  Min-delay src .................. instr_i[13]
  WHS Path Cells .................. 4
  Hold worst-path end .................. instr_o[13]
  Path type of the worst min-delay path .................. in2out

Job
  Number of maximum-capacitance violations .................. 0
  Number of warnings in the stage logs .................. 33

Final layout
  Layout Area Growth over Synthesis .................. 107.5%
  Number of filler instances in the final layout .................. 614
  Layout cell share with drive strength beyond 1 .................. 34.15%
  Finished layout cell area .................. 2785 sq um
  Number of non-filler instances in the completed layout .................. 441
  FF/Latch Area .................. 0 sq um
  Multi-input gate area in the final layout .................. 1265 sq um
  Seq_cells .................. 0
  Clock buf count .................. 0

Floorplanning
  Std-Cell Rows .................. 28
  Area of the die .................. 9801 sq um
  Chip Height .................. 99 um
  Count of boundary I/O pins .................. 65
  Chip Width .................. 99 um
  Core region area .................. 5991 sq um
  Floorplan utilization .................. 22.41%

CTS
  Hold Buf Count CTS .................. 0
worst min-delay path, stage by stage:
cell	delay, ns
buf_2	0.12
buf_4	0.13
mux2_4	0.13
dlymetal6s2s_1	0.09
power groups by stage:
| stage | Combinational [mW] | Clock (mW) | Sequential (mW) |
|---|---|---|---|
| final | 0.428 | 0 | 0 |
| after global routing | 0.466 | 0 | 0 |
| after CTS | 0.423 | 0 | 0 |
metrics by stage:
| stage | power [mW] | worst slack, ns | util (%) |
|---|---|---|---|
| 2_1_floorplan | 0.1532 | 0.6458 | - |
| 5_1_grt | 0.4658 | -0.008763 | 46.49 |
| 3_5_place_dp | 0.4132 | -0.3509 | 42.96 |
| 3_3_place_gp | 0.4174 | -0.3173 | 42.96 |
| 4_1_cts | 0.4228 | -0.02341 | 45.07 |
| 6_report | 0.4279 | 0.06078 | 46.49 |
kinds of logic (layout without fill, tap and decap cells):
kind of cell	after synthesis	in the layout	synth area share, %
AND-OR/OR-AND	106	106	51.26
XOR/XNOR	1	1	0.6525
buffers and inverters	34	167	11.84
multiplexers	3	3	2.516
AND/OR/NAND/NOR	89	89	33.74
cell type report:
| type | count | share of cell area (%) |
|---|---|---|
| multi-input combinational | 199 | 45.42 |
| tap | 75 | 3.369 |
| timing repair buffer | 157 | 49.87 |
| inverter | 10 | 1.348 |
layer usage:
layer	GRT usage (%)	vias up
met2	23.15	101
met3	3.242	9
met5	0	-
met4	2.536	0
met1	19.69	1045
li1	-	1145
worst max-delay path by stage:
stage | endpoint | slack (ns) | cells after the start
after CTS | instr_o[2] | -0.02 | 7
after global routing | instr_o[31] | -0.009 | 9
final | instr_o[9] | 0.06 | 8
synth_stat cells, drive strengths merged (2+ instances only):
cell,count
nor3,7
o21bai,2
nor2b,6
a222oi,2
inv,10
o32ai,4
nand4,2
o21ai,25
or2,3
a211oi,3
clkbuf,10
o31ai,2
o21a,2
o221ai,2
mux2,3
buf,14
nand3,6
a21oi,31
nand2,25
a31oi,3
a22o,2
nand2b,6
nor2,24
o22ai,5
and2,3
o22a,3
nor3b,3
o2bb2ai,8
a22oi,4
a21o,2
layout by cell type (no fill, tap or decap), types with 4 or more instances in the layout:
master / count
dlymetal6s2s_1: 8
a21oi_1: 29
nand2_1: 23
nand3_1: 6
buf_6: 8
inv_1: 9
clkdlybuf4s50_1: 34
o2bb2ai_1: 8
nor3_1: 5
o21ai_0: 19
o32ai_1: 4
a22oi_1: 4
o21ai_1: 5
buf_4: 80
dlygate4sd2_1: 16
nor2_1: 20
nor2b_1: 6
buf_2: 5
repair_timing:
action | 4_1_cts | 5_1_grt
gates cloned | 1 | 0
buffers inserted | 12 | 3
gates resized | 57 | 21
endpoints found under the setup margin | 30 | 21
pin swaps | 18 | 8
Power and IR drop assume default switching activity.
